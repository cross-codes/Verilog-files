### ./config.mk
export PLATFORM = sky130hd
export DESIGN_NAME = BIT_32_FADDER
export DESIGN_NICKNAME = BIT_32_FADDER
export VERILOG_FILES = /design/flow/design.v
export SDC_FILE = /design/flow/constraint.sdc
export NUM_CORES = 4
export LEC_CHECK = 1
export CORE_AREA = 10 10 100 100
export DIE_AREA = 0 0 110 110
### ./constraint.sdc
current_design BIT_32_FADDER

set clk_period 18.0
set clk_io_pct 0.2

create_clock -name clk0 -period $clk_period

set non_clock_inputs [all_inputs -no_clocks]
set_input_delay [expr $clk_period * $clk_io_pct] -clock clk0 $non_clock_inputs
set_output_delay [expr $clk_period * $clk_io_pct] -clock clk0 [all_outputs]
### ./run.sh
#!/bin/bash
# OpenROAD 26Q1-2900-gdf79404cd8, Yosys 0.63+post, stock flow scripts
make -C /OpenROAD-flow-scripts/flow DESIGN_CONFIG=/design/flow/config.mk WORK_HOME=/design/flow/orfs finish
### ./design.v
module DECODER(d0, d1, d2, d3, d4, d5, d6, d7, x, y, z);
  input x, y, z;
  output d0, d1, d2, d3, d4, d5, d6, d7;
  wire x0, y0, z0;
  not n1(x0, x);
  not n2(y0, y);
  not n3(z0,z); 
  and a0(d0,x0,y0,z0); 
  and a1(d1,x0,y0,z); 
  and a2(d2,x0,y,z0); 
  and a3(d3,x0,y,z); 
  and a4(d4,x,y0,z0); 
  and a5(d5,x,y0,z); 
  and a6(d6,x,y,z0); 
  and a7(d7,x,y,z);
endmodule
module FADDER(s, c, x, y, z);
  input x, y, z;
  output s, c;
  wire d0, d1, d2, d3, d4, d5, d6, d7;
  DECODER dec(d0, d1, d2, d3, d4, d5, d6, d7, x, y, z);
  assign s = d1 | d2 | d4 | d7;
  assign c = d3 | d5 | d6 | d7;
endmodule
module BIT_8_FADDER(s, c, x, y, z);
  input [7:0] x, y;
  input z;
  output [7:0] s;
  wire [6:0] con;
  output c;
  FADDER f1(s[0], con[0], x[0], y[0], z);
  FADDER f2(s[1], con[1], x[1], y[1], con[0]);
  FADDER f3(s[2], con[2], x[2], y[2], con[1]);
  FADDER f4(s[3], con[3], x[3], y[3], con[2]);
  FADDER f5(s[4], con[4], x[4], y[4], con[3]);
  FADDER f6(s[5], con[5], x[5], y[5], con[4]);
  FADDER f7(s[6], con[6], x[6], y[6], con[5]);
  FADDER f8(s[7], c, x[7], y[7], con[6]);
endmodule
module BIT_32_FADDER(s, c, x, y, z);
  input [31:0] x, y;
  input z;
  output [31:0] s;
  wire [2:0] con;
  output c;
  BIT_8_FADDER f1(s[7:0], con[0], x[7:0], y[7:0], z);
  BIT_8_FADDER f2(s[15:8], con[1], x[15:8], y[15:8], con[0]);
  BIT_8_FADDER f3(s[23:16], con[2], x[23:16], y[23:16], con[1]);
  BIT_8_FADDER f4(s[31:24], c, x[31:24], y[31:24], con[2]);
endmodule
==> impl_metrics.csv <==
group,metric,value,unit
place,io_buffers,98,
yosys,yosys.stat.seqShare,0,%
layout,seq_area,0,µm²
setup_path,crit_fanout,1,
place,place_ws,-1.49,ns
layout,n_clock_buffer,0,
layout,final_layout_size_suffix_gt1_share,30.8,%
layout,ff_count,0,
layout,finalNonFillerCells,232,
timing,setup_ws,-0.744,ns
timing,worstMarginPinSlew,0.116,ns
timing,finalCritPeriodShare,104,%
setup_path,max_stage_delay,0.52,ns
pwr,peakVddDrop,11.8,µV
timing,max-slew-margin-rel,92.2,%
global_routing,grt_start_max_net_pins,2,
yosys,ys_cells,64,
timing,hold_viol,0,
yosys,synth_area_leader_cell,"fa_1",
floorplanning,die-area,12100,µm²
timing,hold_ws,7.92,ns
layout,final_area,1800,µm²
layout,fillers,852,
detailed_routing,vias_per_cell,3.02,
run,drv_cap,0,
setup_path,crit_type,"in2out",
pwr,powerDensity,32.9,nW/µm²
detailed_routing,wl_per_cell,13.2,µm
place,placed_cell_area,1830,µm²
yosys,top_area_share,72.7,%
run,warning_count,35,
yosys,synthDistinctLibCells,2,
timing,grt_setup_unrepaired,"true",
setup_path,critPathRequiredTime,14.40,ns
yosys,yosysWarningCount,0,
timing,period_needed,18.74,ns
floorplanning,io_pins,98,
yosys,synth_area,881,µm²
detailed_routing,routed_wl,3050,µm
yosys,synthTopCellsByArea,"fa_1, buf_4",
yosys,ys_area,881,µm²
setup_path,critPathMostFrequentCell,"fa_2",
timing,maxSlewViolCount,0,
detailed_routing,drtIter0Drc,4,
global_routing,antenna_found_initial,0,
floorplanning,coreArea,7810,µm²
global_routing,grt_pass1_wl,4170,µm
setup_path,arrival,15.14,ns
detailed_routing,detail_route.first_pass.iterations,2,
yosys,ys_top_cells_by_count,"buf_4, fa_1",
yosys,syn_inst,64,
floorplanning,die_w,110,µm
place,place_congestion,0.867,
outcome,status,"finished with violations",
place,dp_cells,232,
layout,syn_to_final_growth,104,%
floorplanning,rows,32,
detailed_routing,via_count,700,
detailed_routing,drtAntennaViolNets,0,
layout,utilization,23.0,%
detailed_routing,route.detailed.drc,0,
place,dp_hpwl,3020,µm
global_routing,grt_pass1_vias,834,
floorplanning,dieHeight,110,µm
setup_path,cp_slowest_cell,"fa_2",
yosys,avgSynthCellArea,13.8,µm²
detailed_routing,diodes,0,
setup_path,critPathLaunchType,"input pin",
outcome,violations,"negative setup slack",
timing,max_freq,0.0533,GHz
global_routing,grtUsageTotal,4.47,%
pwr,p_leak,0.593,nW
timing,setup_violations,4,
setup_path,cp-end-kind,"primary output",
min_path,worstHoldPathType,"in2out",
global_routing,grt.overflow.total,0,
floorplanning,initCoreUtil,11.3,%
[final cells by class]
| class | instances | area [µm²] | area share, % |
|---|---|---|---|
| well taps | 102 | 128 | 7.11 |
| repair buffers | 98 | 947 | 52.8 |
| multi-input cells | 32 | 721 | 40.1 |
[path summary, 6_finish.rpt]
kind  from  endpoint  slack (ns)  cells past startpoint
max   y[0]     s[31]       -0.74                     34
min   y[0]      s[0]        7.92                      3
[layer usage]
layer / GRT usage, % / up-vias / wire length [µm]
met3: 4.99 / 0 / 1010
li1: - / 292 / -
met2: 5.55 / 94 / 881
met1: 5.38 / 314 / 1160
met4: 0 / 0 / 0
met5: 0 / - / 0
[stage by stage]
step,power (mW),setup TNS (ns)
2_1_floorplan,0.0298,-0.486
3_3_place_gp,0.0634,-5.56
3_5_place_dp,0.0638,-5.55
4_1_cts,0.0618,-2.01
5_1_grt,0.0671,-2.83
6_report,0.0590,-1.79
[cells in the final DEF (no fill, tap or decap)]
cell type / count
buf_2: 6
buf_6: 1
clkdlybuf4s50_1: 90
fa_2: 32
clkbuf_2: 1
[power by group]
part / internal [mW] / switching [mW] / total, mW
logic: 0.0433 / 0.0157 / 0.0590
clock network: 0 / 0 / 0
registers: 0 / 0 / 0
total: 0.0433 / 0.0157 / 0.0590
[worst max-delay path, delay by kind of cell]
kind,cells,cell delay (ns)
buf+inv,2,0.18
fa+ha+maj,32,11.34
[logic make-up after synthesis]
family / Yosys count / synth area share, %
adders and majority gates: 32 / 72.7
buffers and inverters: 32 / 27.3
[what timing repair did]
item / 4_1_cts / 5_1_grt
setup buffers: 0 / 0
setup endpoints to repair: 6 / 5
hold buffers: 0 / 0
resized: 28 / 2
Power is estimated from default activity; no workload was simulated.
