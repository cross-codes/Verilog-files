File: flow/design.v
module MUX4_1(
  output reg [31:0] out,
  input wire [31:0] data1,
  input wire [31:0] data2,
  input wire [31:0] data3,
  input wire [31:0] data4,
  input wire [1:0] reg_no
);
  always @(*) begin
    case(reg_no)
      2'b00: begin
        out = data1;
      end
      2'b01: begin
        out = data2;
      end
      2'b10: begin
        out = data3;
      end
      2'b11: begin
        out = data4;
      end
      default: begin
        out = 32'hxxxxxxxx;
      end
    endcase
  end
endmodule
module MUX32_1(
  output wire [31:0] out,
  input wire [32*32-1:0] data_flat,
  input wire [4:0] reg_no
);
  wire [31:0] data [0:31];
  genvar i;
  generate
    for (i=0; i<32; i=i+1) begin
      assign data[i] = data_flat[(i+1)*32-1 : i*32];
    end
  endgenerate
  assign out = data[reg_no];
endmodule
module DECODER2_4(
  output wire [3:0] register,
  input wire [1:0] reg_no
);
  assign register = 4'h1 << reg_no;
endmodule
module DECODER5_32(
  output wire [31:0] register,
  input wire [4:0] reg_no
);
  assign register = 32'h0000_0001 << reg_no;
endmodule
File: flow/run.sh
#!/bin/bash
# OpenROAD 26Q1-2900-gdf79404cd8, Yosys 0.63+post, stock flow scripts
make -C /OpenROAD-flow-scripts/flow DESIGN_CONFIG=/design/flow/config.mk WORK_HOME=/design/flow/orfs finish
File: flow/config.mk
export PLATFORM = sky130hd
export DESIGN_NAME = MUX32_1
export DESIGN_NICKNAME = MUX32_1
export VERILOG_FILES = /design/flow/design.v
export SDC_FILE = /design/flow/constraint.sdc
export NUM_CORES = 4
export LEC_CHECK = 1
export CORE_AREA = 10 10 408 408
export DIE_AREA = 0 0 418 418
File: flow/constraint.sdc
current_design MUX32_1

set clk_period 14.5
set clk_io_pct 0.2

create_clock -name clk0 -period $clk_period

set non_clock_inputs [all_inputs -no_clocks]
set_input_delay [expr $clk_period * $clk_io_pct] -clock clk0 $non_clock_inputs
set_output_delay [expr $clk_period * $clk_io_pct] -clock clk0 [all_outputs]
==> run summary <==
run results: clock buf count=0, Leak=7.063 nW, Seq/Total Area, Yosys=0%, vias in the first global route=18560, GR Util met2=36.27%, cycle use final=75.50%, placeable core area=157800 µm², Clock Power Share=0%, Routed WL per cell=44.14 µm, worst relative slew slack=27.71%, Mapped Cells=1354, Fill cells=18280, Vias=18560, port bufs=1061, 1st-pass router iterations=6, Crit Path Max Fanout=57, share of post-route cells with drive strength above 1=4.851%, HP Start=data_flat[16], Synth area leader=nand3_1, setup bufs post-CTS=0, xor+xnor area frac=0%, placed inst area=20950 µm², Yosys chip area=7960 µm², Antenna Violating Nets Remaining=0, Final Wtd Congestion=1.004, Die Height=418 µm, Init Core Util=5.043%, HP Class=primary input to output port, area share of and-or/or-and cells after synthesis=26.20%, met3 GRT Util=6.459%, Flop Count=0, main area contributors after synthesis=nand3_1 (34%), nand4_1 (12%), and3_1 (9.6%), a22oi_1 (7.8%), a32oi_1 (7.7%), Synth cell types=36, Placed Cells incl. Taps=4360, max-slew violations=0, yosys warns=1, RSZ-0062 raised after global routing=no, worst endpoint required time=11600 ps, Syn-to-layout area delta=165.0%, fin crit period=10950 ps, Die ar.=174700 µm², sequential cell area=0 µm², I/O pin count=1061, switching portion of total power=48.67%, Remaining Overflow, GRT=0, final hold vios=0, kind of critical path=primary input to output port, most common cell in the netlist=nand3_1, area fraction in full adders, half adders and majority gates=0%, PostCTS Resize Cnt=0, design area=21090 µm², mux share=1.698%, Final Setup Violations=0, maximum VDD drop=0.008067 mV, Gate power share=100.0%, hold depth=3, gr usage total=21.43%, Yosys Instances=1354, max-cap violations=0, Fin Setup TNS=0 ps, Via density=4.201, area of the mapped netlist=7960 µm², final hold slack=6784 ps, Post-route DRC=0, crit path launch type=primary input, Synth top cells by count=nand3_1 (535), nand4_1 (153), clkbuf_1 (125), comb area leader=simple AND/OR/NAND/NOR gates, power per cell area=30.26 nW/µm², Setup Slack @ Placement=3519 ps, status=completed, non-filler cells, final=4418, chip width=418 µm, Int Power=0.3276 mW, largest net degree at the start of global routing=60, slew at the pin with the worst max-slew slack=1084 ps, FP Rows=146, first-pass GRT wire length=236900 µm, Top cell area share=33.64%, hold_buf cts=0, initial drt markers=2091, met1 Resource Use GR=25.41%, Psw=0.3105 mW, Avg Cell Area, Syn=5.879 µm², Fmax=0.09134 GHz, Crit. End Element=output port, gr busiest metal=met2, initial antenna violation count=155, WL final=195000 µm, critical path data arrival time=8050 ps, hold endpoint=out[16], Sequential Power Share=0%, Log Warnings=32, post-DP HPWL=173100 µm, setup ws final=3552 ps, yosys simple share=61.21%
-- worst max-delay path: stages --
cell             delay (ps)
clkdlybuf4s50_1         540
buf_4                   340
and3b_4                 430
buf_4                   470
buf_4                   490
buf_4                   670
nand3_1                 280
nand4_1                 300
or4_1                   490
o32a_1                  330
clkdlybuf4s50_1         680
-- logic make-up (layout without fill, tap and decap cells) --
kind of cell,after synthesis,after routing
buffers and inverters,202,1136
multiplexers,12,12
AND-OR/OR-AND,260,260
other,0,58
AND/OR/NAND/NOR,880,880
-- power groups by stage --
stage	clock [mW]	combinational, mW	sequential [mW]
CTS	0	0.651	0
global route	0.000000401	0.660	0
finish	0.000000562	0.638	0
-- area by class of cell --
type	instances	area (µm²)	share of cell area [%]
timing repair buffer	1135	11180	53.00
tap	2072	2592	12.29
antenna	58	145.1	0.6881
inverter	1	3.754	0.01780
multi-input combinational	1152	7172	34.00
-- worst max path at each step --
stage             start       to  slack (ps)  cells after the start
CTS           reg_no[2]  out[27]        3480                     11
global route  reg_no[2]  out[27]        3560                     11
finish        reg_no[2]  out[27]        3550                     11
-- metrics by stage --
stage,power (mW),util [%]
finish,0.6381,13.36
detailed placement,0.6468,13.27
global placement,0.6518,13.27
CTS,0.6511,13.27
floorplan,0.1122,-
global route,0.6599,13.33
-- cell usage in the layout (no fill, tap or decap), types with 3 or more instances in the layout --
cell and n:
clkdlybuf4s50_1 1059, nand3_1 535, nand4_1 153, and3_1 121, a22oi_1 83, buf_4 73
a32oi_1 70, diode_2 58, or4_1 32, o32a_1 31, a2111oi_0 29, o21ai_0 19
mux2_2 12, and2_2 9, o21ai_1 8, a21oi_1 5, nor2_1 4, a32o_1 4
o211ai_1 4, and3b_4 3, a2111oi_1 3
-- layer usage --
| layer | wire length (µm) | part of all wire [%] | vias to the layer above |
|---|---|---|---|
| met4 | 8798 | 4.5 | 88 |
| met2 | 94700 | 49 | 1326 |
| met1 | 73580 | 38 | 9332 |
| li1 | - | - | 7492 |
| met5 | 543 | 0.28 | - |
| met3 | 17390 | 8.9 | 322 |
Power figures rest on the tool's default switching activity, not on a simulated workload.
