<file path="flow/design.v">
module BHT(
  input wire [9:0] addr,
  input wire [1:0] data,
  input wire WR,
  input wire CLK,
  output wire [1:0] out
);
  reg [1:0] tbl [0:1023];
  integer i;
  initial begin
    for (i = 0; i < 1024; i = i + 1) begin
      tbl[i] = 2'b00;
    end
  end
  always @(posedge CLK) begin
    if (WR == 1) begin
      tbl[addr] <= data;
    end
  end
  assign out = tbl[addr];
endmodule
module MUX1(
  input wire [1:0] A,
  input wire [1:0] B,
  input wire S,
  output wire [1:0] R
);
  assign R = (S == 1) ? B : A;
endmodule
module PREDICTOR(
  input wire outcome,
  input wire CLK,
  output reg [1:0] next_state
);
  reg [1:0] curr_state;
  initial begin
    curr_state = 2'b00;
  end
  always @(posedge CLK) begin
    case(curr_state)
      2'b00: begin
        if (outcome == 1) begin
          next_state <= 2'b01;
        end else begin
          next_state <= 2'b00;
        end
      end
      2'b01: begin
        if (outcome == 1) begin
          next_state <= 2'b11;
        end else begin
          next_state <= 2'b00;
        end
      end
      2'b10: begin
        if (outcome == 1) begin
          next_state <= 2'b11;
        end else begin
          next_state <= 2'b00;
        end
      end
      2'b11: begin
        if (outcome == 1) begin
          next_state <= 2'b11;
        end else begin
          next_state <= 2'b10;
        end
      end
      default: begin
        next_state <= 2'bxx;
      end
    endcase
  end
endmodule
</file>
<file path="flow/run.sh">
#!/bin/bash
# OpenROAD 26Q1-2900-gdf79404cd8, Yosys 0.63+post, stock flow scripts
make -C /OpenROAD-flow-scripts/flow DESIGN_CONFIG=/design/flow/config.mk WORK_HOME=/design/flow/orfs finish
</file>
<file path="flow/config.mk">
export PLATFORM = sky130hd
export DESIGN_NAME = BHT
export DESIGN_NICKNAME = BHT
export VERILOG_FILES = /design/flow/design.v
export SDC_FILE = /design/flow/constraint.sdc
export NUM_CORES = 4
export LEC_CHECK = 1
export CORE_UTILIZATION = 40
</file>
<file path="flow/constraint.sdc">
current_design BHT

set clk_period 13.3
set clk_io_pct 0.2

create_clock -name clk0 -period $clk_period [get_ports {CLK}]

set non_clock_inputs [all_inputs -no_clocks]
set_input_delay [expr $clk_period * $clk_io_pct] -clock clk0 $non_clock_inputs
set_output_delay [expr $clk_period * $clk_io_pct] -clock clk0 [all_outputs]
</file>
==> run notes <==
yosys + openroad results -> status=finished clean, GRT overflow=0, clock-pin slew on the worst setup and hold paths=0.06 ns, die width=458 um, first-pass GRT wire length=338 mm, vias in the first global route=48,925, post-DR wirelength/cell=29.2 um, final setup vio count=0, # hold bufs at CTS=0, CTS tree=yes, flip-flops with a built-in enable=2,048, post-route ant nets=0, largest reg by FF count=tbl, total wire length=234 mm, DP HPWL=135 mm, cell total after placement=7,665, initial antenna violation count=1, Crit-path slowest cell=or4_1, sequential-to-total area share from yosys stat=0.739, Slew Viols, Final=0, crit-path max FO=58, Tool Warnings=38, max reg flops=2,048, Slowest Stage Delay on Critical Path=0.70 ns, Hold WC Path Type=in2reg, Worst Tran Pin Value=1.03 ns, cell taking the most area after synthesis=edfxtp_1, max-cap viol count=0, yosys stat chip area=0.0832 mm2, CP endpoint kind=output pin, initial drt markers=3,358, RSZ-0062 raised after global routing=no, clock sink count=2,048, Startpoint Class=primary input, Placer Congestion=0.886, CTS resizes=0, VDD IR max=0.110 mV, P_leak=0.0292 uW, postcts setup bufs=0, Top cell area share=0.739, Chip Area=0.210 mm2, core area=0.207 mm2, crit-path most repeated cell=buf_4, Largest regs=tbl x2048, FP Rows=167, CP Class=in2out, DR DRC count=0, Commonest cells post-synth=edfxtp_1 (2,048), nor2_1 (1,104), mux2i_1 (657), IO Count=16, maximum number of pins on one net before global-route repair=159, share of layout cells above drive strength 1=0.133, cell total in the yosys stat output=5,191, Num CTS Buffers=200, H-tree depth=4, Via Count=46,205, Syn Std Cell Area=0.0832 mm2, min cycle time layout=10.48 ns, asr flop ratio synth=0, port bufs=15, FP Util=0.402, kind of cell adding the most delay to the critical path=buffers and inverters, Tot GR Track Use=0.246, number of instances in the synthesized netlist=5,191, Tcrit/Tclk final=0.788, Buf/Inv on CP=5, Syn-to-layout area delta=11.3%, post-route insts no fill=8,024, Slew HR=0.305, final setup TNS=0 ns, Avg Cell Area, Syn=16.0 um2, Max Fclk=0.0954 GHz, Final Hold Vio Count=0, crit path cell chain=buf_8, buf_4, buf_4, buf_4, mux4_2, a211oi_1, nand4_1, nand4_1, nand3_1, or4_1, clkdlybuf4s50_1, Synth area leaders=edfxtp_1 (74%), mux2i_1 (7.9%), mux4_2 (5.2%), nor2_1 (5.0%), o22ai_1 (2.0%), Synth Flop Type=edfxtp_1, Power Dens Cells=141 mW/mm2, root buffer cell=clkbuf_16, Clock Path Buffers=3, detailed-router iteration count before antenna repair=5, DR vias/cell=5.76, count leader, synth=edfxtp_1, synth warn=1, Synth flops=2,048, worst path arrival time=7.82 ns, CP required=10.64 ns, die height=458 um, Synth cell types=54
## per-layer routing
metal	wire [um]	vias up	track usage
met3	39600	373	0.177
met4	7160	6	0.0595
met5	264	-	0.0101
met1	76900	23261	0.298
met2	110000	2576	0.363
li1	-	19989	-
## final timing paths
check	cells after the start	endpoint	start
worst min-delay path	1	tbl[768][0]	data[0]
worst max-delay path	11	out[1]	addr[0]
## layout by cell type (no fill, tap or decap), types with 47 or more instances in the layout
cell	count
buf_4	175
mux2i_1	657
nand2_1	65
a22oi_1	47
edfxtp_1	2048
o22ai_1	260
clkinv_1	61
clkbuf_16	205
nor2_1	1100
o21ai_0	74
mux4_2	191
## kinds of logic after synthesis
family          Yosys count  share of synthesized area
compound gates          459                     0.0358
buf+inv                 428                     0.0230
flops                  2048                      0.739
mux                     864                      0.133
simple gates           1392                     0.0687
## cell type report
cell class              instances  area [um2]
fillers                     17604      114000
flip-flops and latches       2048       61500
multi-input cells            2715       20000
clock buffers                 245        5280
well taps                    2704        3380
repair buffers                195        1580
clock inverters               111         850
inverters                       3        11.3
diodes                          3        7.51
## metrics by stage
step                      hold WS, ns  total power (uW)  cell area, um2  utilization  worst slack (ns)
final                            2.31             13100           92600        0.448              2.82
after global routing             2.35             13400           92600        0.448              2.50
after CTS                        2.33             13200           92600        0.447              2.70
after detailed placement         3.22              7840           86400        0.418              2.70
after global placement           3.22              7840           86400        0.418              2.75
after floorplan                  2.76              7560           83200            -              5.93
## where the power goes
part / switching (uW) / total (uW) / internal (uW)
clock: 2360 / 5390 / 3030
sequential: 0.937 / 7110 / 7100
combinational: 418 / 600 / 182
total: 2780 / 13100 / 10300
Power and IR drop assume default switching activity.
